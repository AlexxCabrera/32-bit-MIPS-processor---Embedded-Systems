### flow/config.mk
export PLATFORM = sky130hd
export DESIGN_NAME = Or_32
export DESIGN_NICKNAME = Or_32
export VERILOG_FILES = /design/flow/design.v
export SDC_FILE = /design/flow/constraint.sdc
export NUM_CORES = 4
export LEC_CHECK = 1
export CORE_AREA = 10 10 70 70
export DIE_AREA = 0 0 80 80
### flow/constraint.sdc
current_design Or_32

set clk_period 1.0
set clk_io_pct 0.2

create_clock -name clk0 -period $clk_period

set non_clock_inputs [all_inputs -no_clocks]
set_input_delay [expr $clk_period * $clk_io_pct] -clock clk0 $non_clock_inputs
set_output_delay [expr $clk_period * $clk_io_pct] -clock clk0 [all_outputs]
### flow/design.v
module Or (Y, A, B);
input A, B;
output reg Y;
always@(A or B) begin
	if (A == 1'b0 & B == 1'b0) begin
		Y = 1'b0;
	end
	else
		Y = 1'b1;
end
endmodule
module OrTB;
reg a, b;
wire y;
	Or test(.Y(y), .A(a), .B(b));
	initial begin
    	   a = 0; b = 0;
 	#1 a = 0; b = 1;
	#1 a = 1; b = 0;
 	#1 a = 1; b = 1;
end
initial begin
    $monitor ("%t | a = %d, b = %d, y = %d", $time, a, b, y);
end
endmodule
module Or_32 (Y, A, B);
input [31:0] A, B;
output [31:0] Y;
	Or o0(.Y(Y[0]),.A(A[0]),.B(B[0]));
	Or o1(.Y(Y[1]),.A(A[1]),.B(B[1]));
	Or o2(.Y(Y[2]),.A(A[2]),.B(B[2]));
	Or o3(.Y(Y[3]),.A(A[3]),.B(B[3]));
	Or o4(.Y(Y[4]),.A(A[4]),.B(B[4]));
	Or o5(.Y(Y[5]),.A(A[5]),.B(B[5]));
	Or o6(.Y(Y[6]),.A(A[6]),.B(B[6]));
	Or o7(.Y(Y[7]),.A(A[7]),.B(B[7]));
	Or o8(.Y(Y[8]),.A(A[8]),.B(B[8]));
	Or o9(.Y(Y[9]),.A(A[9]),.B(B[9]));
	Or o10(.Y(Y[10]),.A(A[10]),.B(B[10]));
	Or o11(.Y(Y[11]),.A(A[11]),.B(B[11]));
	Or o12(.Y(Y[12]),.A(A[12]),.B(B[12]));
	Or o13(.Y(Y[13]),.A(A[13]),.B(B[13]));
	Or o14(.Y(Y[14]),.A(A[14]),.B(B[14]));
	Or o15(.Y(Y[15]),.A(A[15]),.B(B[15]));
	Or o16(.Y(Y[16]),.A(A[16]),.B(B[16]));
	Or o17(.Y(Y[17]),.A(A[17]),.B(B[17]));
	Or o18(.Y(Y[18]),.A(A[18]),.B(B[18]));
	Or o19(.Y(Y[19]),.A(A[19]),.B(B[19]));
	Or o20(.Y(Y[20]),.A(A[20]),.B(B[20]));
	Or o21(.Y(Y[21]),.A(A[21]),.B(B[21]));
	Or o22(.Y(Y[22]),.A(A[22]),.B(B[22]));
	Or o23(.Y(Y[23]),.A(A[23]),.B(B[23]));
	Or o24(.Y(Y[24]),.A(A[24]),.B(B[24]));
	Or o25(.Y(Y[25]),.A(A[25]),.B(B[25]));
	Or o26(.Y(Y[26]),.A(A[26]),.B(B[26]));
	Or o27(.Y(Y[27]),.A(A[27]),.B(B[27]));
	Or o28(.Y(Y[28]),.A(A[28]),.B(B[28]));
	Or o29(.Y(Y[29]),.A(A[29]),.B(B[29]));
	Or o30(.Y(Y[30]),.A(A[30]),.B(B[30]));
	Or o31(.Y(Y[31]),.A(A[31]),.B(B[31]));
endmodule 
### flow/run.sh
#!/bin/bash
# OpenROAD 26Q1-2900-gdf79404cd8, Yosys 0.63+post, stock flow scripts
make -C /OpenROAD-flow-scripts/flow DESIGN_CONFIG=/design/flow/config.mk WORK_HOME=/design/flow/orfs finish
==> run notes <==
impl run done, here's what came out: Final Hold Violation Tally 0, port bufs 96, Post-Place Setup Slack -0.510 ns, Area Growth Syn to Fin 122%, highest clock rate 1.03 GHz, Crit Path Class in2out, combinational gate area 200 µm², Total Power 244 µW, worst vdd rail ir drop 68.1 µV, RSZ-0062 raised after global routing false, number of global-route vias before repair 696, DP Wirelength 2.14 mm, synthesized area 440 µm², largest net degree at the start of global routing 2, CP endpoint kind primary output, GPL Wtd Cong 0.805, CP max FO 1, Remaining DRCs 0, final WL 2.15 mm, Worst setup SP type input port, clkbuf count 0, Hold Path Class in2out, Cells after Synth 64, yosys stat area 440 µm², status completed, drt initial violations 8, fin worst setup slack 0.0309 ns, FP Rows 21, flop count 0, initial antenna violation count 0, crit path DAT 0.77 ns, Avg Inst Size Synth 6.88 µm², DR vias 585, PwrDens 250 nW/µm², Core Region 3420 µm², Slew Limit Headroom 95.8%, share of layout cells above drive strength 1 25.0%, yosys stat cell total 64, Init Core Util 12.9%, fill count 414, chip area 6400 µm², tool warnings 32, Tightest Pin Transition 0.0633 ns, post-CTS setup buffers 0, Final period util 96.9%, IO Pins 96, Max Slew Vio Count 0, Tmin final 0.969 ns, Setup-failing EPs final 0, Unique masters post-synth 2, Register Area 0 µm², post-route ant nets 0, Area after DPL 1220 µm², total grt overflow 0, CP required 0.80 ns, gr usage total 6.19%, Max Cap Viol 0, final non-filler cell area 978 µm², die x size 80 µm, Ant. Diodes 0, DR WL/cell 12.4 µm, Vias/cell 3.36, Seq share, synth 0%, Ys Warns 1, Setup Total Neg Slack 0 ns, Die Y 80 µm, Initial DRT Pass Iterations 2, first-pass GRT wire length 3.28 mm, static leakage 0.495 nW
==> final timing paths <==
check	startpoint	to	slack, ns	cells past startpoint
min	B[31]	Y[31]	0.74	3
max	A[29]	Y[29]	0.03	3
==> worst max-delay path, cell delays in order <==
cell,delay [ns]
dlygate4sd2_1,0.22
or2_1,0.23
buf_2,0.12
==> cells in the final DEF (no fill, tap or decap) <==
cell	netlist	final
dlygate4sd2_1	0	64
or2_1	32	32
buf_2	0	32
==> power by group <==
group          internal [mW]  switching [mW]  total (mW)
Clock                      0               0           0
Sequential                 0               0           0
Combinational          0.195          0.0490       0.244
==> per-stage QoR <==
stage	cells	utilization (%)	hold WS [ns]
2_1_floorplan	64	-	0.549
3_3_place_gp	174	35.7	1.39
3_5_place_dp	174	35.7	1.38
4_1_cts	174	28.6	0.750
5_1_grt	174	28.6	0.751
6_report	174	28.6	0.743
==> Yosys cell counts <==
cell    n  share of area, %
or2_1  32                45
buf_4  32                55
==> layer usage <==
layer | wire length, µm | up-vias | part of all wire (%) | track usage [%]
met3 | 382 | 0 | 18 | 4.20
met4 | 0 | 0 | 0 | 0
li1 | - | 288 | - | -
met5 | 0 | - | 0 | 0
met1 | 738 | 244 | 34 | 6.66
met2 | 1030 | 53 | 48 | 10.4
==> layout make-up <==
cell class	count	area share [%]
Tap cell	46	5.88
Timing Repair Buffer	96	73.7
Multi-Input combinational cell	32	20.5
==> what timing repair did <==
item / 4_1_cts / 5_1_grt
hold buffers: 0 / 0
setup endpoints to repair: 32 / 1
resized: 162 / 0
pin swaps: 32 / 1
gates cloned: 0 / 0
==> cell families after synthesis <==
family	Yosys count	synth area share, %
buffers and inverters	32	54.5
AND/OR/NAND/NOR	32	45.5
No activity file was given, so power comes from the tool's default toggle rates.
