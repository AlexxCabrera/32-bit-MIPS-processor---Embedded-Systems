[design/flow/design.v]
module And (Y, A, B);
input A, B;
output reg Y;
always@(A or B) begin
	if (A == 1'b1 & B == 1'b1) begin
		Y = 1'b1;
	end
	else
		Y = 1'b0;
end
endmodule
module AndTB;
reg a, b;
wire y;
	And test(.Y(y), .A(a), .B(b));
	initial begin
    	   a = 0; b = 0;
 	#1 a = 0; b = 1;
	#1 a = 1; b = 0;
 	#1 a = 1; b = 1;
end
initial begin
    $monitor ("%t | a = %d, b = %d, y = %d", $time, a, b, y);
end
endmodule
module and_32 (Y, A, B);
input [31:0] A, B;
output [31:0] Y;
	And a0(.Y(Y[0]),.A(A[0]),.B(B[0]));
	And a1(.Y(Y[1]),.A(A[1]),.B(B[1]));
	And a2(.Y(Y[2]),.A(A[2]),.B(B[2]));
	And a3(.Y(Y[3]),.A(A[3]),.B(B[3]));
	And a4(.Y(Y[4]),.A(A[4]),.B(B[4]));
	And a5(.Y(Y[5]),.A(A[5]),.B(B[5]));
	And a6(.Y(Y[6]),.A(A[6]),.B(B[6]));
	And a7(.Y(Y[7]),.A(A[7]),.B(B[7]));
	And a8(.Y(Y[8]),.A(A[8]),.B(B[8]));
	And a9(.Y(Y[9]),.A(A[9]),.B(B[9]));
	And a10(.Y(Y[10]),.A(A[10]),.B(B[10]));
	And a11(.Y(Y[11]),.A(A[11]),.B(B[11]));
	And a12(.Y(Y[12]),.A(A[12]),.B(B[12]));
	And a13(.Y(Y[13]),.A(A[13]),.B(B[13]));
	And a14(.Y(Y[14]),.A(A[14]),.B(B[14]));
	And a15(.Y(Y[15]),.A(A[15]),.B(B[15]));
	And a16(.Y(Y[16]),.A(A[16]),.B(B[16]));
	And a17(.Y(Y[17]),.A(A[17]),.B(B[17]));
	And a18(.Y(Y[18]),.A(A[18]),.B(B[18]));
	And a19(.Y(Y[19]),.A(A[19]),.B(B[19]));
	And a20(.Y(Y[20]),.A(A[20]),.B(B[20]));
	And a21(.Y(Y[21]),.A(A[21]),.B(B[21]));
	And a22(.Y(Y[22]),.A(A[22]),.B(B[22]));
	And a23(.Y(Y[23]),.A(A[23]),.B(B[23]));
	And a24(.Y(Y[24]),.A(A[24]),.B(B[24]));
	And a25(.Y(Y[25]),.A(A[25]),.B(B[25]));
	And a26(.Y(Y[26]),.A(A[26]),.B(B[26]));
	And a27(.Y(Y[27]),.A(A[27]),.B(B[27]));
	And a28(.Y(Y[28]),.A(A[28]),.B(B[28]));
	And a29(.Y(Y[29]),.A(A[29]),.B(B[29]));
	And a30(.Y(Y[30]),.A(A[30]),.B(B[30]));
	And a31(.Y(Y[31]),.A(A[31]),.B(B[31]));
endmodule 
[design/flow/constraint.sdc]
current_design and_32

set clk_period 1.0
set clk_io_pct 0.2

create_clock -name clk0 -period $clk_period

set non_clock_inputs [all_inputs -no_clocks]
set_input_delay [expr $clk_period * $clk_io_pct] -clock clk0 $non_clock_inputs
set_output_delay [expr $clk_period * $clk_io_pct] -clock clk0 [all_outputs]
[design/flow/config.mk]
export PLATFORM = sky130hd
export DESIGN_NAME = and_32
export DESIGN_NICKNAME = and_32
export VERILOG_FILES = /design/flow/design.v
export SDC_FILE = /design/flow/constraint.sdc
export NUM_CORES = 4
export LEC_CHECK = 1
export CORE_AREA = 10 10 70 70
export DIE_AREA = 0 0 80 80
[design/flow/run.sh]
#!/bin/bash
# OpenROAD 26Q1-2900-gdf79404cd8, Yosys 0.63+post, stock flow scripts
make -C /OpenROAD-flow-scripts/flow DESIGN_CONFIG=/design/flow/config.mk WORK_HOME=/design/flow/orfs finish
==> results_dict.tcl <==
# yosys + openroad results
set metrics [dict create \
    drt-total-wl_mm 2.22 \
    flops 0 \
    hp-class "in2out" \
    synth_area_um2 440 \
    yosysWarningCount 1 \
    leakage_nw 0.575 \
    final_max_slew_viol_count 0 \
    critPathKind "in2out" \
    synthCells 64 \
    first_global_vias 658 \
    synth_chip_area_um2 440 \
    dieArea_um2 6400 \
    slowest_stage "dlygate4sd2_1" \
    cp_num_buf_inv 2 \
    core_util_floorplan_pct 12.9 \
    end_kind "primary output" \
    ios 96 \
    num_vias 570 \
    syn_to_final_growth_pct 122 \
    drt_pass1_iterations 2 \
    die_w_um 80 \
    postSynthAreaPerCell_um2 6.88 \
    rsz0062_at_grt "false" \
    antenna_found_initial 0 \
    critPathTopFamily "buffers and inverters" \
    setup_viol 0 \
    postCtsHoldBufs 0 \
    drt_iter0_drc 2 \
    min_period_ns 0.905 \
    gp_congestion 0.785 \
    n_antenna_cell 0 \
    top_area_cell "buf_4" \
    final_util_pct 28.6 \
    status "finished, final reports clean" \
    vdd_drop_max_v 0.0000657 \
    cp_max_fo 1 \
    warnings 32 \
    grt_pass1_wl_mm 3.28 \
    relSlewSlack_pct 96.1 \
    comb_area_um2 200 \
    p_per_area_nw_per_um2 252 \
    fin_cells 174 \
    yosysSeqAreaShare_pct 0 \
    cp.arrival_ns 0.70 \
    route.detailed.drc 0 \
    critPathLaunchType "input pin" \
    fillers 424 \
    place_inst 174 \
    timing.final.hold_violations 0 \
    top_cell_area_share_pct 54.5 \
    grt_overflow 0 \
    holdWs_ns 0.765 \
    rows 21 \
    max_freq_mhz 1110 \
    drv_cap 0 \
    viasPerCell 3.28 \
    portBuffers 96 \
    grt_max_degree 2 \
    worstMarginPinSlew_ns 0.0583 \
    yosysCellCount 64 \
    pre_cts_slack_ns -0.492 \
    clockBufferCount 0 \
    track_usage_pct 6.23 \
    ys_top_cells_by_count "and2_1 (32), buf_4 (32)" \
    topCellsByArea "buf_4 (55%), and2_1 (45%)" \
    dp_hpwl_mm 2.21 \
    final_layout_size_suffix_gt1_share_pct 25.0 \
    detail-route-antenna-nets 0 \
    design.core.area_um2 3420 \
    final_cell_area_um2 978 \
    synth.distinct_cells 2 \
    cp_data_required_time_ns 0.80 \
    dieHeight_um 80 \
    regArea_um2 0 \
    routedWlPerCell_um 12.8 \
    cp_cell_sequence "dlygate4sd2_1 -> and2_1 -> buf_2" \
    place_area_um2 1220 \
    cp_slowest_stage_delay_ns 0.24 \
    fin_ws_ns 0.0955 \
    finalClockPeriodUsage_pct 90.5 \
]
metrics by stage:
step	total power (W)	setup TNS, ns
3_3_place_gp	0.000406	-13.86
2_1_floorplan	0.000120	0
6_report	0.000246	0
5_1_grt	0.000278	0
3_5_place_dp	0.000409	-13.97
4_1_cts	0.000255	0
final timing paths:
| kind | start | endpoint | slack, ns | cells past startpoint |
|---|---|---|---|---|
| setup / recovery | B[14] | Y[14] | 0.1 | 3 |
| hold / removal | A[5] | Y[5] | 0.77 | 3 |
power by group:
| part | switching (W) | leakage [nW] | internal, W |
|---|---|---|---|
| combinational | 0.0000483 | 0.575 | 0.000198 |
| clock | 0 | 0 | 0 |
| sequential | 0 | 0 | 0 |
| total | 0.0000483 | 0.575 | 0.000198 |
cell usage in the layout, fill, tap and decap left out:
| cell | count |
|---|---|
| and2_1 | 32 |
| buf_2 | 32 |
| dlygate4sd2_1 | 64 |
area by class of cell:
class | count | area share, %
Multi-Input combinational cell | 32 | 20.5
Tap cell | 46 | 5.88
Timing Repair Buffer | 96 | 73.7
layer usage:
layer	track usage, %	wire length [um]	vias up
met5	0	0	-
met4	0	0	0
met3	3.75	355	0
met2	11.5	1170	44
met1	6.20	698	238
li1	-	-	288
cell families (layout without fill, tap and decap cells):
group / after synthesis / in the layout / share of synthesized area (%)
buf+inv: 32 / 96 / 54.5
simple gates: 32 / 32 / 45.5
repair_timing:
| item | 4_1_cts | 5_1_grt |
|---|---|---|
| setup buffers | 0 | 0 |
| setup endpoints to repair | 32 | 0 |
| hold endpoints to repair | 0 | 0 |
| gates resized | 162 | 0 |
Power and IR drop assume default switching activity.
